--- run.sh ---
#!/bin/bash
# OpenROAD 26Q1-2900-gdf79404cd8, Yosys 0.63+post, stock flow scripts
make -C /OpenROAD-flow-scripts/flow DESIGN_CONFIG=/design/flow/config.mk WORK_HOME=/design/flow/orfs finish
--- config.mk ---
export PLATFORM = sky130hd
export DESIGN_NAME = SpecialRegFile
export DESIGN_NICKNAME = SpecialRegFile
export VERILOG_FILES = /design/flow/design.v
export SDC_FILE = /design/flow/constraint.sdc
export NUM_CORES = 4
export LEC_CHECK = 1
export CORE_UTILIZATION = 50
--- constraint.sdc ---
current_design SpecialRegFile

set clk_period 13.9
set clk_io_pct 0.2

create_clock -name clk0 -period $clk_period [get_ports {clk}]

set non_clock_inputs [all_inputs -no_clocks]
set_input_delay [expr $clk_period * $clk_io_pct] -clock clk0 $non_clock_inputs
set_output_delay [expr $clk_period * $clk_io_pct] -clock clk0 [all_outputs]
--- design.v ---
module SpecialRegFile (
    input clk,
    input [2:0] write_reg_addr,
    input [63:0] write_data,
    input write_enable,
	input [2:0] read_reg_addr,
	output [63:0] read_data,
	output [63:0] PC
);
reg [63:0] pc;           
reg [63:0] link_reg;     
reg [63:0] mem_reg;      
reg [63:0] flag_reg;     
assign PC = pc;
always @(posedge clk)
begin
    if(write_enable)
    begin
        case (write_reg_addr)
            3'b000: pc <= write_data;
            3'b001: link_reg <= write_data;
            3'b010: mem_reg <= write_data;
            3'b011: flag_reg <= write_data;
            default: ;
        endcase
    end
end
assign read_data = (read_reg_addr == 3'b000) ? pc:
					(read_reg_addr == 3'b001) ? link_reg:
					(read_reg_addr == 3'b010) ? mem_reg:
					(read_reg_addr == 3'b011) ? flag_reg:
					64'b0;
endmodule
==> out/notes.md <==
## Drt
* 0 — Post-route DRC
* 0 — antenna cells
* 19600 µm — aggregate routed wire length
* 20.2 µm — average wire length per cell after detail routing
* 4 — TritonRoute pass-1 iters
* 5.35 — via density per instance
* 0 — post-route ant nets
* 5182 — Vias
* 261 — violation tally from detailed-route iteration zero

## Layout
* 12600 µm² — area of all placed cells without fillers
* 7690 µm² — FF+latch area
* 0.667 — final core utilization
* 1300 — Fillers
* 0.0706 — share of cells above drive strength 1
* 1780 µm² — footprint of the multi-input gates
* 29.6% — Area growth syn-to-layout

## Logic synthesis
* multiplexers — combinational family with the most area after synthesis
* 20.2 µm² — Post-Synthesis Mean Instance Area
* sky130_fd_sc_hd__edfxtp_1 79%, sky130_fd_sc_hd__mux2i_1 13%, sky130_fd_sc_hd__o22ai_1 4.1%, sky130_fd_sc_hd__buf_12 1.6%, sky130_fd_sc_hd__buf_8 0.77% — top cells by area, synth
* sky130_fd_sc_hd__edfxtp_1 — library cell occupying the most area in the post-synthesis netlist
* 0.0411 — AND-OR/OR-AND Cells, Area Fraction
* 9730 µm² — Cell Area, Synth
* 14 — Cell variety after synth
* 482 — post-synthesis cell count from yosys
* 0.00527 — simple-gate share of the synthesized area
* 482 — number of instances in the synthesized netlist
* 0 — XOR Share, Synth
* 0.132 — share of cell area taken by muxes after synthesis
* 9730 µm² — chip area estimate from yosys synthesis
* 0 — yosys adder share
* 0.790 — sequential share of the synthesized area
* 256 — number of register bits inferred by synthesis
* 0.790 — area share of the largest cell type after synthesis
* 1 — Warnings, synthesis

## Floorplanning
* 142 µm — die width
* 20000 µm² — full die area
* 200 — count of pins on the block boundary
* 142 µm — die y size
* 50 — Rows
* 18900 µm² — core footprint
* 0.515 — initial core utilization

## Final timing
* 5.97 ns — least setup slack across all paths after layout
* 0 — count of pins over their slew limit
* 0 — final hold violation count
* no — unrepaired setup endpoints after global routing
* 126 MHz — highest attainable clock frequency
* 0.421 — headroom to the max-slew limit
* 0.869 ns — worst-margin pin slew
* 0 ns — post-route setup TNS
* 7.93 ns — shortest period the worst path allows
* 0 — Final setup viols
* 0.571 — share of the clock period used by the worst path after layout

## Placed design
* 11800 µm — Post-DP HPWL
* 199 — number of port buffers
* 0.826 — Final Wtd Congestion
* 11900 µm² — DP Area
* 5.96 ns — worst slack at placement

## Clock tree
* 1 — H-tree depth
* done — TritonCTS clock tree
* 0 — setup bufs post-CTS
* 0 — number of buffers inserted by hold repair at cts
* 26 — Num CTS Buffers
* sky130_fd_sc_hd__clkbuf_16 — clock root buffer
* 256 — number of sinks handled by clock tree synthesis
* 0 — cell resize tally after clock tree synthesis
* 0.06 ns — Clock transition at path regs
* 3 — number of buffers between clock root and the deepest sink

## GRT
* 0 — number of antenna violations at the first check in global routing
* 5551 — vias in the first global route
* 0 — overall overflow remaining after global route
* 0.221 — overall routing resource usage
* 0.339 — GR Layer Usage met1
* met1 — most congested layer reported by global routing
* 0.102 — met3 capacity usage during global routing
* 51 — maximum number of pins on one net before global-route repair
* 0.330 — met2 routing resource usage after global routing
* 29600 µm — wire length of the first global-routing pass

## Setup path
* 5.15 ns — critical path arrival
* output port — nature of the critical path endpoint
* 11.12 ns — required time at the worst-slack endpoint
* in2out — type of the setup path with the least slack
* input pin — startpoint types
* 35 — Crit Path Max Fanout

## Power and ir drop
* 0.547 — sequential share of power
* 0.073 — part of the power in combinational logic
* 0.379 — clock share of power
* 0.00130 W — Internal Dissipation
* 0.000317 W — reported net switching power
* 4.39 nW — Leakage Power
* 0.197 — net switching fraction of the power
* 0.0961 mV — worst vdd rail ir drop
* 128 nW/µm² — Pwr per Cell Area

## Worst hold path
* write_data[20] — launch point of the worst hold path
* 1 — hold depth
* link_reg[20] — hold endpoint
* in2reg — HP Class

## Job
* 0 — number of max-capacitance violations reported
* 26 — number of warnings the tools reported

## Run status
* finished clean — result of the run

Yosys cell counts:
| master | instances |
|---|---|
| sky130_fd_sc_hd__buf_8 | 5 |
| sky130_fd_sc_hd__clkbuf_1 | 6 |
| sky130_fd_sc_hd__buf_4 | 1 |
| sky130_fd_sc_hd__mux2i_1 | 128 |
| sky130_fd_sc_hd__nor4bb_1 | 2 |
| sky130_fd_sc_hd__nand2b_1 | 1 |
| sky130_fd_sc_hd__or2_1 | 1 |
| sky130_fd_sc_hd__buf_6 | 1 |
| sky130_fd_sc_hd__and4b_1 | 1 |
| sky130_fd_sc_hd__o22ai_1 | 64 |
| sky130_fd_sc_hd__buf_2 | 7 |
| sky130_fd_sc_hd__nor4b_1 | 1 |
| sky130_fd_sc_hd__edfxtp_1 | 256 |
| sky130_fd_sc_hd__buf_12 | 8 |
cell usage in the layout, fill, tap and decap left out:
cell type | netlist | routed
sky130_fd_sc_hd__clkbuf_16 | 0 | 27
sky130_fd_sc_hd__and4b_4 | 0 | 1
sky130_fd_sc_hd__nor4b_2 | 0 | 1
sky130_fd_sc_hd__nand2b_2 | 0 | 1
sky130_fd_sc_hd__clkbuf_1 | 6 | 7
sky130_fd_sc_hd__clkinv_2 | 0 | 5
sky130_fd_sc_hd__edfxtp_1 | 256 | 256
sky130_fd_sc_hd__buf_6 | 1 | 1
sky130_fd_sc_hd__buf_4 | 1 | 11
sky130_fd_sc_hd__o22ai_1 | 64 | 64
sky130_fd_sc_hd__clkdlybuf4s50_1 | 0 | 198
sky130_fd_sc_hd__nor4bb_4 | 0 | 2
sky130_fd_sc_hd__or2_2 | 0 | 1
sky130_fd_sc_hd__clkinv_1 | 0 | 5
sky130_fd_sc_hd__mux2i_1 | 128 | 128
area by class of cell:
cell class	count	area share
timing repair buffer	210	0.165
sequential	256	0.610
clock buffer	34	0.0557
tap	260	0.0258
clock inverter	10	0.00347
multi-input combinational	198	0.141
per-layer routing:
metal  vias to the layer above  wire (µm)
met5                         -          0
li1                       2400          -
met2                       241       9390
met1                      2501       7620
met3                        40       2080
met4                         0        484
power groups by stage:
stage	sequential [W]	clock [W]	combinational (W)
after CTS	0.000883	0.000624	0.000120
after global routing	0.000885	0.000656	0.000128
final	0.000883	0.000612	0.000118
worst max-delay path by stage:
stage | endpoint | startpoint
after CTS | read_data[31] | read_reg_addr[1]
after global routing | read_data[31] | read_reg_addr[1]
final | read_data[31] | read_reg_addr[1]
critical path, cell delays in order:
cell                              delay [ns]
sky130_fd_sc_hd__clkdlybuf4s50_1        0.51
sky130_fd_sc_hd__or2_2                  0.71
sky130_fd_sc_hd__buf_4                  0.50
sky130_fd_sc_hd__o22ai_1                0.20
sky130_fd_sc_hd__clkdlybuf4s50_1        0.45
cell families (layout without fill, tap and decap cells):
group,Yosys count,in the layout
AND-OR/OR-AND,64,64
multiplexers,128,128
flip-flops,256,256
AND/OR/NAND/NOR,6,6
buffers and inverters,28,254
through the flow:
stage               total power [W]  hold WS (ns)  std cells
floorplan                  0.000949          2.88        482
global placement            0.00102          3.40        924
detailed placement          0.00102          3.41        924
CTS                         0.00163          2.87        968
global route                0.00167          2.88        968
finish                      0.00161          2.89        968
Power is estimated from default activity; no workload was simulated.
