==> design.v <==
module RegisterFile (
    input clk,
    input [4:0] read_reg1_addr,
    input [4:0] read_reg2_addr,
    input [4:0] write_reg_addr,
    input [63:0] write_data,
    input write_enable,
    output [63:0] read_data1,
    output [63:0] read_data2
);
reg [63:0] registers [0:31];
assign read_data1 = (read_reg1_addr == 0) ? 64'b0 : registers[read_reg1_addr];
assign read_data2 = (read_reg2_addr == 0) ? 64'b0 : registers[read_reg2_addr];
always @(posedge clk) 
begin
    if (write_enable && write_reg_addr != 0) 
    begin  
        registers[write_reg_addr] <= write_data;
    end
end
endmodule
==> run.sh <==
#!/bin/bash
# OpenROAD 26Q1-2900-gdf79404cd8, Yosys 0.63+post, stock flow scripts
make -C /OpenROAD-flow-scripts/flow DESIGN_CONFIG=/design/flow/config.mk WORK_HOME=/design/flow/orfs finish
==> config.mk <==
export PLATFORM = sky130hd
export DESIGN_NAME = RegisterFile
export DESIGN_NICKNAME = RegisterFile
export VERILOG_FILES = /design/flow/design.v
export SDC_FILE = /design/flow/constraint.sdc
export NUM_CORES = 4
export LEC_CHECK = 1
export CORE_UTILIZATION = 30
==> constraint.sdc <==
current_design RegisterFile

set clk_period 12.4
set clk_io_pct 0.2

create_clock -name clk0 -period $clk_period [get_ports {clk}]

set non_clock_inputs [all_inputs -no_clocks]
set_input_delay [expr $clk_period * $clk_io_pct] -clock clk0 $non_clock_inputs
set_output_delay [expr $clk_period * $clk_io_pct] -clock clk0 [all_outputs]
==> summary.txt <==
yosys + openroad results -> status=complete, no violations, Num CTS Buffers=216, Top Layout Cells=2,048 x edfxtp_1, 920 x mux4_2, 284 x mux2i_1, 259 x buf_4, 217 x clkbuf_16, clock share of power=41.5%, mapped cell area=94,000 sq um, cts hold-fix bufs=0, YS chip area=94,000 sq um, Worst Hold Class=primary input to register, Worst setup EP type=output pin, Psw=3570 uW, Most flops, register=registers, Sw Share=22.8%, tool warnings=26, initial DRC count=3,567, Syn Inst Count=4,565, Syn-to-layout area delta=16.3%, 1st-pass router iterations=5, crit path cell chain=buf_8 -> buf_4 -> buf_4 -> buf_4 -> mux4_2 -> a22oi_1 -> and3_1 -> nor3_1 -> clkdlybuf4s50_1, Yosys warnings=1, PostCTS Resize Cnt=0, Remaining DRCs=0, Die Width=562 microns, worst setup path startpoint=read_reg2_addr[1], die height=562 microns, top_reg_cell synth=edfxtp_1, FP Core Util=30.1%, routed len/inst=32.6 microns, crit path kind=primary input to output pin, most common cell after layout, fill and taps aside=edfxtp_1, fillers=28,400, vias in the first global route=58,500, internal power=12,100 uW, Yosys reg bits=2,048, WHS Endpoint=registers[0][32], # setup viols final=0, Comb power frac=9.0%, Fin. Hold Viols=0, Worst-Margin Slew=0.995 ns, RSZ-0062 raised after global routing=no, clock sink count=2,048, Final Max-Slew Violation Tally=0, normalized max-slew margin=33.5%, Power Dens Cells=143 nW/um^2, CP dominant cell by count=buf_4, Post-Route WL=303 mm, vias per cell=5.61, CP Data Required Time=9.92 ns, Synth Area per Inst=20.6 sq um, worst min-delay path startpoint=write_data[32], Largest register FFs=2,048, Netlist cell types=49, slowest stage delay, CP=0.71 ns, Async S/R FF share, synth=0%, I/O Buffers=208, Top Registers=registers: 2048 flops, routed vias=52,100, CTS Buffer Depth=3, Max Clock Freq=0.107 GHz, area of the core=312,000 sq um, simple share=1.59%, final period utilization=75.6%, Leak=0.0344 uW, yosys xor share=0%, first-pass GRT wire length=429 mm, post-route ant nets=0, dominant non-sequential cell family after synthesis=multiplexers, CTS tree=built, design area=109,000 sq um, max_cap viols=0, Crit-path slowest cell=buf_4, placement row count=205, total grt overflow=0, Worst Path Arrival=6.90 ns, element type at the critical path start=primary input, Mux area share=26.9%, Reg clk slew, reported paths=0.06 ns, initial antenna violation count=11, Synth Seq Share=65.5%, H-Tree Depth=4, die area=315,000 sq um, min cycle time layout=9.38 ns, gr usage total=20.7%, Inst Count DP=8,873, yosys stat cell total=4,565, GP Congestion=0.848, final non-filler cell total=9,282, Max VDD drop=0.000155 V, post-placement cell area=102,000 sq um, ao+oa area frac=4.09%, layout cells sized above 1=33.4%, CTS root buf=clkbuf_16, yosys adder share=0%, share of power burned in registers=49.5%, I/O Pins=209, number of enable flip-flop cells=2,048, CP max FO=58, Post CTS Setup Buffer Count=0, dpl hpwl=172 mm, setup TNS=0 ns, worst hold stages=2, largest net degree at the start of global routing=91
## metrics by stage
step | power, uW | setup WS [ns] | utilization (%) | hold slack, ns
after global placement | 9310 | 2.93 | 32.8 | 3.31
final | 15700 | 3.02 | 35.1 | 2.44
after CTS | 15800 | 2.95 | 35.1 | 2.38
after detailed placement | 9320 | 2.94 | 32.8 | 3.32
after floorplan | 8670 | 5.72 | - | 2.58
after global routing | 16100 | 2.68 | 35.1 | 2.43
## logic make-up (layout without fill, tap and decap cells)
logic type,after synthesis,after routing
AND-OR/OR-AND,493,493
AND/OR/NAND/NOR,292,292
multiplexers,1353,1353
buffers and inverters,378,886
flip-flops,2048,2048
other,1,70
## per-layer routing
metal | vias to the layer above | global-route usage (%) | share of wire [%] | routed length (microns)
met5 | - | 1.40 | 0.16 | 494
met3 | 579 | 16.6 | 18 | 55000
met2 | 3939 | 31.5 | 48 | 145000
met1 | 26600 | 21.5 | 30 | 91700
li1 | 20900 | - | - | -
met4 | 18 | 5.96 | 3.6 | 10800
## area by class of cell
cell class	count	area (sq um)	share of cell area [%]
Sequential cell	2048	61500	56.3
Multi-Input combinational cell	2202	31100	28.5
Clock buffer	261	5600	5.12
Tap cell	4140	5180	4.74
Timing Repair Buffer	481	4350	3.98
Clock inverter	142	1480	1.36
Inverter	2	15.0	0.0137
Antenna cell	6	15.0	0.0137
## synthesized netlist by cell type, drive strengths merged (7+ instances only)
cell type  number  share of area, %
a211oi         58              0.46
a21o           49              0.39
a21oi           7             0.037
a221oi         68              0.63
a22o           59              0.55
a22oi          75              0.60
a31oi           9             0.060
and3           59              0.39
buf           210               1.3
clkbuf        166              0.66
edfxtp       2048                65
mux2          149               1.8
mux2i         284               3.0
mux4          920                22
nand2          71              0.28
nand2b          9             0.060
nand3           7             0.037
nand3b          8             0.064
nor2           43              0.17
nor3           65              0.35
nor4            9             0.060
o21ai           7             0.037
o221ai         69              0.64
o22ai          70              0.47
## worst max-delay path by stage
stage                            end  slack (ns)  cells after the start
after CTS             read_data2[13]        2.95                      9
after global routing  read_data2[13]        2.68                      9
final                 read_data2[13]        3.02                      9
## worst max-delay path, delay by kind of cell
kind | cells | cell delay (ns)
buffers and inverters | 5 | 2.90
muxes | 1 | 0.31
and+or+nand+nor | 2 | 0.91
AOI/OAI and AO/OA | 1 | 0.08
## power by group through the flow
| stage | sequential [uW] | combinational (uW) | clock (uW) |
|---|---|---|---|
| 4_1_cts | 7760 | 1430 | 6590 |
| 5_1_grt | 7770 | 1500 | 6850 |
| 6_report | 7760 | 1400 | 6500 |
Power and IR drop assume default switching activity.
